**run.sh**
```bash
#!/bin/bash
# OpenROAD 26Q1-2900-gdf79404cd8, Yosys 0.63+post, stock flow scripts
make -C /OpenROAD-flow-scripts/flow DESIGN_CONFIG=/design/flow/config.mk WORK_HOME=/design/flow/orfs finish
```
**config.mk**
```make
export PLATFORM = sky130hd
export DESIGN_NAME = can_top
export DESIGN_NICKNAME = can_top
export VERILOG_FILES = /design/flow/design.v
export SDC_FILE = /design/flow/constraint.sdc
export NUM_CORES = 4
export LEC_CHECK = 1
export CORE_UTILIZATION = 30
```
**constraint.sdc**
```tcl
current_design can_top

set clk_period 5.8
set clk_io_pct 0.2

create_clock -name clk0 -period $clk_period [get_ports {clk}]

set non_clock_inputs [all_inputs -no_clocks]
set_input_delay [expr $clk_period * $clk_io_pct] -clock clk0 $non_clock_inputs
set_output_delay [expr $clk_period * $clk_io_pct] -clock clk0 [all_outputs]
```
**design.v**
```verilog
module can_tx(
    input        clk,
    input        rst,
    input        start,
    input [10:0] id,  
    input [3:0]  dlc,  
    input [63:0] data, 
    output reg   tx,
    output reg   busy,
    output reg   done
);
reg f1_valid;
reg [10:0] f1_id;
reg [3:0]  f1_dlc;
reg [63:0] f1_data;
reg f2_valid;
reg         f2_sof;  
reg [10:0]  f2_id;   
reg         f2_rtr;  
reg         f2_ide;  
reg         f2_r0;   
reg [3:0]   f2_dlc;  
reg [63:0]  f2_data; 
reg         f3_valid;
reg [10:0]  f3_id;
reg          f3_rtr;
reg          f3_ide;
reg          f3_r0;
reg [3:0]   f3_dlc;
reg [63:0]  f3_data;
reg [14:0]  f3_crc;  
reg         f4_valid;
reg[10:0] f4_id;
reg         f4_rtr;
reg         f4_ide;
reg         f4_r0;
reg [3:0]  f4_dlc;
reg [63:0] f4_data;
reg [14:0] f4_crc;
reg [2:0]  cons_count;  
reg        last_bit;    
reg [6:0]  bit_index;    
reg bus_busy;
reg next_bit;                
reg [7:0] byte_index;        
reg [3:0] bit_position;      
reg [3:0] crc_bit_index;     
always @(posedge clk or posedge rst) begin
    if(rst) begin
        f1_valid <= 0;
    end else if(start) begin
        f1_valid <= 1;
        f1_id    <= id;
        f1_dlc   <= dlc;
        f1_data  <= data;
    end else begin
       f1_valid <= 0; 
end
end
always @(posedge clk or posedge rst) begin
    if(rst) begin
        f2_valid <= 0;
    end else if(f1_valid) begin
        f2_valid <= 1'b1;
        f2_sof  <= 1'b0;  
        f2_id   <= f1_id;
        f2_rtr  <= 1'b0;  
        f2_ide  <= 1'b0;   
        f2_r0   <= 1'b0; 
        f2_dlc  <= f1_dlc;
        f2_data <= f1_data;
    end else begin
        f2_valid <= 0;
    end
end
always @(posedge clk or posedge rst) begin
    if(rst) begin
        f3_valid <= 0;
        end else if(f2_valid) begin
        f3_valid <= 1'b1;  
        f3_id    <= f2_id;
        f3_rtr   <= f2_rtr;
        f3_ide   <= f2_ide;
        f3_r0    <= f2_r0;
        f3_dlc   <= f2_dlc;
        f3_data  <= f2_data;
        f3_crc   <= {f2_id[0] ^ f2_dlc[0] ^ f2_data[0], 14'b0};
    end 
    else begin
        f3_valid <= 0;
    end
end
always @(posedge clk or posedge rst) begin
    if(rst) begin
        f4_valid <= 0;
        cons_count <= 0;
        last_bit <= 1'b1;  
        bit_index <= 0; 
         next_bit <= 1'b1; 
    end else if(f3_valid) begin
        f4_valid <= 1'b1;  
        f4_id    <= f3_id;
        f4_rtr   <= f3_rtr;
        f4_ide   <= f3_ide;
        f4_r0    <= f3_r0;
        f4_dlc   <= f3_dlc;
        f4_data  <= f3_data;
        f4_crc   <= f3_crc;
        last_bit <= 1'b1;  
        cons_count <= 3'b0;
        bit_index <= 0; 
        end else if(f4_valid) begin
        f4_valid <= 1'b1; 
        end else begin
        f4_valid <= 0;
    end
end
always @(posedge clk or posedge rst) begin
    if(rst) begin
        tx <= 1'b1;  
        busy <= 1'b0;
        done <= 1'b0;
        bus_busy <= 1'b0;
        bit_index <= 0;
        cons_count <= 0;
        last_bit <= 1'b1;
        next_bit <= 1'b1;
    end else if(f4_valid && !bus_busy) begin
        busy <= 1'b1;
        done <= 1'b0;
        bus_busy <= 1'b1;
        tx <= 1'b0;  
        last_bit <= 1'b0;
        cons_count <= 3'b1;
        bit_index <= 7'b1;  
        next_bit <= 1'b0;
    end else if (bus_busy) begin
        if (bit_index == 0) begin
            next_bit = 1'b0;  
        end else if (bit_index <= 11) begin
            next_bit = f4_id[11 - bit_index];  
        end else if (bit_index == 12) begin
            next_bit = f4_rtr;
        end else if (bit_index == 13) begin
            next_bit = f4_ide;
        end else if (bit_index == 14) begin
            next_bit = f4_r0;
        end else if (bit_index >= 15 && bit_index < 19) begin
            next_bit = f4_dlc[18 - bit_index];  
        end else if (bit_index >= 19 && bit_index < (19 + f4_dlc * 8)) begin  
            byte_index = (bit_index - 19) / 8;
            bit_position = 7 - ((bit_index - 19) % 8);  
            next_bit = f4_data[byte_index*8 + bit_position];  
        end else if (bit_index >= (19 + f4_dlc * 8) && bit_index < (19 + f4_dlc * 8 + 15)) begin
            crc_bit_index = 14 - (bit_index - (19 + f4_dlc * 8));  
            next_bit = f4_crc[crc_bit_index];
        end else begin
            next_bit = 1'b1;  
        end
        if (next_bit == last_bit) begin
            cons_count <= cons_count + 1;
        end else begin
            cons_count <= 3'b1;  
        end
        if (cons_count == 5) begin
            tx <= ~last_bit;  
            last_bit <= ~last_bit;
            cons_count <= 3'b1; 
        end else begin
            tx <= next_bit;
            last_bit <= next_bit;
            bit_index <= bit_index + 1;
        end
        if (bit_index >= (19 + f4_dlc * 8 + 15 + 7)) begin  
            busy <= 1'b0;
            done <= 1'b1;
            bus_busy <= 1'b0;
            tx <= 1'b1;  
            bit_index <= 0;
        end
    end else begin
        if (done) begin
            done <= 1'b0;  
        end
        if (!bus_busy) begin  
            tx <= 1'b1;
        end
    end
end
endmodule
module can_rx(
    input        clk,
    input        rst,
    input        can_rx,  
    output reg [10:0] rx_id,
    output reg [3:0]  rx_dlc,
    output reg [63:0] rx_data,
    output reg        rx_valid
);
localparam IDLE       = 4'd0;
localparam RX_ID      = 4'd1;
localparam RX_RTR     = 4'd2;
localparam RX_IDE     = 4'd3;
localparam RX_R0      = 4'd4;
localparam RX_DLC     = 4'd5;
localparam RX_DATA    = 4'd6;
localparam RX_CRC     = 4'd7;
localparam RX_ACK     = 4'd8;
localparam RX_ACK_DEL = 4'd9;
localparam RX_EOF     = 4'd10;
reg [3:0] state;
reg [3:0] bit_idx;
reg [3:0] byte_idx;
reg [3:0] dlc_index;
reg [3:0] crc_index;
reg [2:0] stuff_count;
reg       skip;
reg       last_bit;
reg [7:0] data_byte;
reg [14:0] rx_crc;
reg        rtr, ide, r0;
initial begin
    rx_id = 11'b0;
    rx_dlc = 4'b0;
    rx_data = 64'b0;
    rx_valid = 1'b0;
end
always @(posedge clk or posedge rst) begin
    if (rst) begin
        state <= IDLE;
        rx_valid <= 1'b0;
        rx_id <= 11'b0;
        rx_dlc <= 4'b0;
        rx_data <= 64'b0;
        rtr <= 1'b0; 
        ide <= 1'b0; 
        r0 <= 1'b0;
        stuff_count <= 3'b0;
        skip <= 1'b0;
        last_bit <= 1'b1;  
        bit_idx <= 4'b0;
        byte_idx <= 4'b0;
        dlc_index <= 4'd3;
        crc_index <= 4'd14;
        data_byte <= 8'b0;
        rx_crc <= 15'b0;
    end else begin
        if (rx_valid) begin
            rx_valid <= 1'b0;
        end
        case (state)
            IDLE: begin
                if (can_rx === 1'b0) begin
                    state <= RX_ID;
                    stuff_count <= 3'b001;
                    skip <= 1'b0;
                    last_bit <= 1'b0;
                    bit_idx <= 4'd10;
                    rx_id <= 11'b0;
                    dlc_index <= 4'd3;
                    crc_index <= 4'd14;
                end
            end
            RX_ID: begin
                if (skip) begin
                    skip <= 1'b0;
                    stuff_count <= 3'b001;
                    last_bit <= can_rx;
                end else begin
                    if (can_rx === last_bit)
                        stuff_count <= stuff_count + 1;
                    else
                        stuff_count <= 3'b001;
                    last_bit <= can_rx;
                    if (stuff_count == 3'd5)   
                        skip <= 1'b1;
                    if (can_rx === 1'b0 || can_rx === 1'b1) begin  
                        rx_id[bit_idx] <= can_rx;
                    end
                    if (bit_idx == 0) begin
                        state <= RX_RTR;
                    end else begin
                        bit_idx <= bit_idx - 1;
                    end
                end
            end
            RX_RTR: begin
                if (skip) begin
                    skip <= 1'b0;
                    stuff_count <= 3'b001;
                    last_bit <= can_rx;
                end else begin
                    if (can_rx === last_bit)
                        stuff_count <= stuff_count + 1;
                    else
                        stuff_count <= 3'b001;
                    last_bit <= can_rx;
                    if (stuff_count == 3'd5)
                        skip <= 1'b1;
                    if (can_rx === 1'b0 || can_rx === 1'b1) begin
                        rtr <= can_rx;
                    end
                    state <= RX_IDE;
                end
            end
            RX_IDE: begin
                if (skip) begin
                    skip <= 1'b0;
                    stuff_count <= 3'b001;
                    last_bit <= can_rx;
                end else begin
                    if (can_rx === last_bit)
                        stuff_count <= stuff_count + 1;
                    else
                        stuff_count <= 3'b001;
                    last_bit <= can_rx;
                    if (stuff_count == 3'd5)
                        skip <= 1'b1;
                    if (can_rx === 1'b0 || can_rx === 1'b1) begin
                        ide <= can_rx;
                    end
                    state <= RX_R0;
                end
            end
            RX_R0: begin
                if (skip) begin
                    skip <= 1'b0;
                    stuff_count <= 3'b001;
                    last_bit <= can_rx;
                end else begin
                    if (can_rx === last_bit)
                        stuff_count <= stuff_count + 1;
                    else
                        stuff_count <= 3'b001;
                    last_bit <= can_rx;
                    if (stuff_count == 3'd5)
                        skip <= 1'b1;
                    if (can_rx === 1'b0 || can_rx === 1'b1) begin
                        r0 <= can_rx;
                    end
                    state <= RX_DLC;
                end
            end
            RX_DLC: begin
                if (skip) begin
                    skip <= 1'b0;
                    stuff_count <= 3'b001;
                    last_bit <= can_rx;
                end else begin
                    if (can_rx === last_bit)
                        stuff_count <= stuff_count + 1;
                    else
                        stuff_count <= 3'b001;
                    last_bit <= can_rx;
                    if (stuff_count == 3'd5)
                        skip <= 1'b1;
                    if (can_rx === 1'b0 || can_rx === 1'b1) begin
                        rx_dlc[dlc_index] <= can_rx;
                    end
                    if (dlc_index == 0) begin
                        if (rx_dlc == 4'b0000) begin  
                            state <= RX_CRC;
                        end else begin
                            state <= RX_DATA;   
                            byte_idx <= 4'b0;
                            bit_idx <= 4'd7;
                            rx_data <= 64'b0;
                            data_byte <= 8'b0;
                        end
                    end else begin
                        dlc_index <= dlc_index - 1;
                    end
                end
            end
            RX_DATA: begin
                if (skip) begin
                    skip <= 1'b0;
                    stuff_count <= 3'b001;
                    last_bit <= can_rx;
                end else begin
                    if (can_rx === last_bit)
                        stuff_count <= stuff_count + 1;
                    else
                        stuff_count <= 3'b001;
                    last_bit <= can_rx;
                    if (stuff_count == 3'd5)
                        skip <= 1'b1;
                    if (can_rx === 1'b0 || can_rx === 1'b1) begin
                        data_byte[bit_idx] <= can_rx;
                    end
                    if (bit_idx == 0) begin
                        case(byte_idx)
                            0: rx_data[7:0]   <= data_byte;
                            1: rx_data[15:8]  <= data_byte;
                            2: rx_data[23:16] <= data_byte;
                            3: rx_data[31:24] <= data_byte;
                            4: rx_data[39:32] <= data_byte;
                            5: rx_data[47:40] <= data_byte;
                            6: rx_data[55:48] <= data_byte;
                            7: rx_data[63:56] <= data_byte;
                        endcase
                        if (byte_idx == (rx_dlc - 1)) begin
                            state <= RX_CRC;
                        end else begin
                            byte_idx <= byte_idx + 1;
                            data_byte <= 8'b0;
                            bit_idx <= 4'd7;  
                        end
                    end else begin
                        bit_idx <= bit_idx - 1;
                    end
                end
            end
            RX_CRC: begin
                if (skip) begin
                    skip <= 1'b0;
                    stuff_count <= 3'b001;
                    last_bit <= can_rx;
                end else begin
                    if (can_rx === last_bit)
                        stuff_count <= stuff_count + 1;
                    else
                        stuff_count <= 3'b001;
                    last_bit <= can_rx;
                    if (stuff_count == 3'd5)
                        skip <= 1'b1;
                    if (can_rx === 1'b0 || can_rx === 1'b1) begin
                        rx_crc[crc_index] <= can_rx;
                    end
                    if (crc_index == 0) begin
                        state <= RX_ACK;
                    end else begin 
                        crc_index <= crc_index - 1;
                    end
                end
            end
            RX_ACK: begin
                state <= RX_ACK_DEL;
                stuff_count <= 3'b0;
                skip <= 1'b0;
            end 
            RX_ACK_DEL: begin
                state <= RX_EOF;
                bit_idx <= 4'd6;
            end
            RX_EOF: begin
                if (bit_idx == 0) begin
                    rx_valid <= 1'b1;
                    state <= IDLE;
                end else begin
                    bit_idx <= bit_idx - 1;
                end
            end
            default: begin
                state <= IDLE;
                rx_valid <= 1'b0;
            end
        endcase
    end
end
endmodule
`timescale 1ns / 1ps
module can_top (
    input clk,
    input rst,
    input tx_start,
    input [10:0] tx_id,
    input [3:0] tx_dlc,
    input [63:0] tx_data,
    output tx_busy,
    output tx_done,
    output [10:0] rx_id,
    output [3:0] rx_dlc,
    output [63:0] rx_data,
    output rx_valid
);
wire can_signal;
can_tx tx_module (
    .clk(clk), .rst(rst),
    .start(tx_start), .id(tx_id), 
    .dlc(tx_dlc), .data(tx_data),
    .tx(can_signal), .busy(tx_busy), .done(tx_done)
);
can_rx rx_module (
    .clk(clk), .rst(rst),
    .can_rx(can_signal),
    .rx_id(rx_id), .rx_dlc(rx_dlc), 
    .rx_data(rx_data), .rx_valid(rx_valid)
);
endmodule
```
==> job_summary.md <==
## Synthesis and layout report

| Metric | Value |
|---|---|
| Reg power frac | `47.1%` |
| Top cells, area | `dfrtp_1, nand2_1, mux2_2, o21ai_0, ha_1` |
| CP Launch Type | `flop` |
| H-tree depth | `4` |
| YS chip area | `6155 um^2` |
| Cell taking the most area after synthesis | `dfrtp_1` |
| Number of fill cells | `1950` |
| Fin Clk Skew | `0.006696 ns` |
| Die W | `145.2 um` |
| DRC Markers | `0` |
| Final instance area | `7789 um^2` |
| Fmax | `370.3 MHz` |
| Total power | `0.001901 W` |
| Gpl congestion | `0.8416` |
| Vias per cell | `4.759` |
| Post-route minimum period | `2.701 ns` |
| # Cells Yosys | `607` |
| Setup CP Type | `reg -> reg` |
| Tool Warnings | `115` |
| Yosys cell types | `65` |
| EDFF count, synth | `0` |
| Status | `finished clean` |
| Global router's overall resource usage | `14.00%` |
| Die H | `145.2 um` |
| Clock Latency Late Sink | `0.41 ns` |
| Synth Seq Share | `52.21%` |
| Async SR Flop Fraction | `100.0%` |
| Worst setup EP type | `flop` |
| Chip Area | `21090 um^2` |
| WL met2 | `6491 um` |
| PnR worst setup slack | `3.099 ns` |
| Wirelength per Cell | `14.15 um` |
| Comb power frac | `1.1%` |
| Crit-path cells | `inv_1 > ha_1 > nand2b_2 > nor4b_2 > nand2_1 > a21oi_4 > mux2_2` |
| Initial antenna violation count | `0` |
| Remaining antenna violation count | `0` |
| Gr ovfl total | `0` |
| Main flop type | `dfrtp_1` |
| Clock share of power | `51.8%` |
| Initial drt markers | `257` |
| Mapped Cells | `607` |
| Syn Std Cell Area | `6155 um^2` |
| Data arrival, critical path | `3.00 ns` |
| Final setup viols | `0` |
| Syn-to-layout area delta | `26.55%` |
| Root Driver | `clkbuf_16` |
| Crit path DRT | `6.10 ns` |
| Wire length on met1 | `6542 um` |
| Final Hold Viols | `0` |
| Slew of the pin with the lowest slew margin | `0.9137 ns` |
| Synth warnings | `24` |
| Max-slew violation count | `0` |
| Setup TNS | `0 ns` |
| Pin count of the biggest net entering global routing | `55` |
| Num rows | `52` |
| Metal3 WL | `564 um` |
| Postcts setup bufs | `0` |
| Post-CTS resize count | `0` |
| CTS tree | `done` |
| Tightest Hold Check Type | `reg -> reg` |
| DR top layer | `met4` |
| Clock slew at reported path FFs | `0.06 ns` |
| Vias in the first global route | `4422` |
| Global-route wire length before repair | `23380 um` |
| Post-route clock period utilization | `46.56%` |
| Worst hold slack | `0.3483 ns` |
| Seq cells post-synth | `128` |
| Slowest library cell on the worst path | `dfrtp_1` |
| Routed via count | `4616` |
| TritonCTS Buffers | `17` |
| Place WS | `3.092 ns` |
| RSZ-0062 raised after global routing | `false` |
| Placed cell area | `7232 um^2` |
| DP Wirelength | `9656 um` |
| P_sw | `0.0004273 W` |
| Largest stage delay, worst path | `0.51 ns` |
| Crit path max fanout | `11` |
| Avg Cell Area, Syn | `10.14 um^2` |
| Hold_buf cts | `0` |
| Power density cells | `244.1 nW/um^2` |
| Ports | `164` |
| Rel. slew slack | `39.09%` |
| CTS max path bufs | `2` |
| Max VDD drop | `194.5 uV` |
| Worst path top cell family by delay | `simple AND/OR/NAND/NOR gates` |
| Switching part of the total power | `22.47%` |
| Port bufs | `84` |
| Pint | `0.001474 W` |
| TritonRoute pass-1 iters | `5` |
| Ant. Diodes | `0` |
| MaxCap Viol Count | `0` |
| Worst path bufs/invs | `1` |
| Core area | `20170 um^2` |
| Init Core Util | `30.51%` |
| Share of post-route cells with drive strength above 1 | `13.43%` |
| DRT Wirelength | `13730 um` |
| Top-area cell share | `48.79%` |
| Reported leakage power | `3.304 nW` |
| Clock Sinks | `128` |
-- cell type report --
cell class                 instances  area [um^2]  share of cell area, %
clock buffer                      19        452.9                  5.815
clock inverter                    13        103.9                  1.333
inverter                          30        115.1                  1.478
multi-input combinational        421         2688                  34.51
sequential                       128         3213                  41.25
tap                              270        337.8                  4.337
timing repair buffer              89        878.3                  11.28
-- stage by stage --
step                      std cells  utilization, %
after global routing            970           38.62
final                           970           38.62
after detailed placement        938           35.86
after CTS                       970           38.62
after floorplan                 607               -
after global placement          938           35.86
-- worst reg2reg max path, stage by stage, from the launching register on --
cell      delay, ns
dfrtp_1        0.51
inv_1          0.23
ha_1           0.35
nand2b_2       0.16
nor4b_2        0.42
nand2_1        0.17
a21oi_4        0.37
mux2_2         0.38
-- cell usage in the layout (no fill, tap or decap), drive strengths merged, types with 5 or more instances in the layout --
cell type,netlist,final
dfrtp,120,120
nand2,91,91
o21ai,91,91
clkdlybuf4s50,0,84
mux2,36,36
inv,30,35
nor2,30,30
a21oi,27,27
nor3,19,19
clkbuf,11,19
ha,18,18
and2,13,13
nand3,12,12
xnor2,11,11
dfstp,8,8
nand2b,6,6
a31oi,6,6
buf,17,5
a21boi,5,5
-- cell families after synthesis --
logic type	after synthesis	share of synthesized area, %
multiplexers	39	7.075
buffers and inverters	58	4.127
AND/OR/NAND/NOR	198	15.33
flip-flops	128	52.21
AND-OR/OR-AND	154	15.90
XOR/XNOR	12	1.708
adder cells (fa/ha/maj)	18	3.659
-- cell usage after synthesis (all sizes together) (4+ instances only) --
cell type / n
a31oi: 6
dfstp: 8
and2: 13
nor2: 30
nor4: 4
ha: 18
buf: 17
a21oi: 27
nand2b: 6
nor3: 19
a21boi: 5
clkbuf: 11
mux2: 36
or2: 4
inv: 30
nand2: 91
o21ai: 91
xnor2: 11
nand3: 12
dfrtp: 120
-- routing by layer --
metal  vias up  track usage [%]
met5         -                0
met2        89            21.90
met3         8            2.504
met4         0            1.368
li1       2294                -
met1      2225            21.59
-- path summary, 6_finish.rpt --
check,startpoint,endpoint,slack (ns),cells after the start
max,rx_module.bit_idx[0],rx_module.rx_data[36],3.10,7
min,tx_module.f1_valid,tx_module.f2_valid,0.35,0
max reg2reg,rx_module.bit_idx[0],rx_module.rx_data[36],3.10,7
min reg2reg,tx_module.f1_valid,tx_module.f2_valid,0.35,0
max in group asynchronous,rst,rx_module.rx_dlc[2],3.75,3
min in group asynchronous,rst,rx_module.rx_data[31],1.06,2
-- sequential cells by signal, summed over array words and instances (netlist names), 3 cells and up, named ones only --
name / cells
rx_module.data_byte: 8
rx_module.byte_idx: 4
rx_module.stuff_count: 3
rx_module.dlc_index: 4
rx_module.crc_index: 4
rx_module.state: 9
rx_module.rx_dlc: 4
rx_module.rx_id: 11
rx_module.rx_data: 64
rx_module.bit_idx: 4
-- power by group through the flow --
stage,Combinational [W],Clock [W],Sequential [W]
6_report,0.0000204,0.000985,0.000896
4_1_cts,0.0000222,0.00101,0.000895
5_1_grt,0.0000249,0.00105,0.000895
Power figures rest on the tool's default switching activity, not on a simulated workload.
